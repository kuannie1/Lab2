==> flow/design.v <==
`timescale 1ns / 1ps
module shiftregister
#(parameter width = 8)
(
input               clk,                 
input               peripheralClkEdge,   
input               parallelLoad,        
input  [width-1:0]  parallelDataIn,      
input               serialDataIn,        
output [width-1:0]  parallelDataOut,     
output              serialDataOut        
);
    reg [width-1:0]      shiftregistermem;
    always @(posedge clk) begin
        if (parallelLoad == 1) 
            shiftregistermem <= parallelDataIn;
        else if (peripheralClkEdge == 1) 
            shiftregistermem <= {shiftregistermem[width-2:0], serialDataIn};
    end
    assign parallelDataOut = shiftregistermem[width-1:0];
    assign serialDataOut = shiftregistermem[width-1];
endmodule
module inputconditioner
(
input       clk,             
input       noisysignal,     
output reg  conditioned,     
output reg  positiveedge,    
output reg  negativeedge     
);
    parameter counterwidth = 3;  
    parameter waittime = 3;      
    reg[counterwidth-1:0] counter = 0;
    reg synchronizer0 = 0;
    reg synchronizer1 = 0;
    always @(posedge clk ) begin
        if(conditioned == synchronizer1) begin
            positiveedge <= 0;
            negativeedge <= 0;
            counter <= 0;
        end
        else begin
            if( counter == waittime) begin
                counter <= 0;
                conditioned <= synchronizer1;
                if (synchronizer1 == 1) begin
                    positiveedge <= 1;
                    negativeedge <= 0;
                end
                else begin
                    positiveedge <= 0;
                    negativeedge <= 1;
                end
            end
            else begin
                positiveedge <= 0;
                negativeedge <= 0;
                counter <= counter+1;
            end 
        end
        synchronizer0 <= noisysignal;
        synchronizer1 <= synchronizer0;
    end
endmodule
module midpoint(
    input           clk,
    input[3:0]      btn,
    input [3:0]     sw,
    output[3:0]     led,
    output[7:0]     je
    );
    wire serialDataOut;
    wire [7:0] parallelDataOut;
    wire conditioned1, PE2, NE0;
    assign je = parallelDataOut;
    assign led[0] = serialDataOut;
    assign  led[3:1] = 3'b0;
    inputconditioner ic0(.clk(clk),
                        .noisysignal(btn[0]),
                        .conditioned(),
                        .positiveedge(),
                        .negativeedge(NE0));
    inputconditioner ic1(.clk(clk),
                        .noisysignal(sw[0]),
                        .conditioned(conditioned1),
                        .positiveedge(),
                        .negativeedge());
    inputconditioner ic2(.clk(clk),
                        .noisysignal(sw[1]),
                        .conditioned(),
                        .positiveedge(PE2),
                        .negativeedge());
    shiftregister #(8) sr(.clk(clk), 
                       .peripheralClkEdge(PE2),
                       .parallelLoad(NE0), 
                       .parallelDataIn(8'hA5), 
                       .serialDataIn(conditioned1), 
                       .parallelDataOut(parallelDataOut), 
                       .serialDataOut(serialDataOut));
endmodule
==> flow/run.sh <==
#!/bin/bash
# OpenROAD 26Q1-2900-gdf79404cd8, Yosys 0.63+post, stock flow scripts
make -C /OpenROAD-flow-scripts/flow DESIGN_CONFIG=/design/flow/config.mk WORK_HOME=/design/flow/orfs finish
==> flow/config.mk <==
export PLATFORM = sky130hd
export DESIGN_NAME = midpoint
export DESIGN_NICKNAME = midpoint
export VERILOG_FILES = /design/flow/design.v
export SDC_FILE = /design/flow/constraint.sdc
export NUM_CORES = 4
export LEC_CHECK = 1
export CORE_AREA = 10 10 90 90
export DIE_AREA = 0 0 100 100
==> flow/constraint.sdc <==
current_design midpoint

set clk_period 1.6
set clk_io_pct 0.2

create_clock -name clk0 -period $clk_period [get_ports {clk}]

set non_clock_inputs [all_inputs -no_clocks]
set_input_delay [expr $clk_period * $clk_io_pct] -clock clk0 $non_clock_inputs
set_output_delay [expr $clk_period * $clk_io_pct] -clock clk0 [all_outputs]
==> deck_impl_summary.md <==
Flow Results at a Glance

Setup path
  • Slowest cell on the critical path: clkdlybuf4s50_1
  • Required time worst endpoint: 1280 ps
  • Worst Reg-to-Reg Cells: 3
  • Crit-path cells: clkdlybuf4s50_1
  • Worst-path maximum fanout: 3
  • Startpoint Class: flip-flop
  • Worst path top cell family by delay: buffers and inverters
  • Critical path's largest stage delay: 490 ps
  • Critical path class: flip-flop to output pin
  • Worst Path Buf+Inv: 1
  • Worst Path Arrival: 1130 ps
  • CP Depth: 1
  • Crit path capture type: output pin

Logic synthesis
  • Syn Std Cell Area: 978 sq um
  • Yosys warnings: 2
  • Synthesized registers: 28
  • Synth Seq Share: 60.4%
  • Compound-gate portion of the synthesized area: 3.58%
  • Synth Area per Inst: 12.4 sq um
  • Yosys stat chip area: 978 sq um
  • Largest logic family: simple AND/OR/NAND/NOR gates
  • Basic Gates by Area: 14.7%
  • Yosys Instances: 79
  • XOR/XNOR Fraction of Synth Area: 2.69%
  • Synth unique cells: 20
  • Post-Synthesis Cells: 79
  • MUX share of area: 4.09%
  • Adder Area Share: 7.67%

Floorplanning
  • Core Box Area: 6280 sq um
  • Die area: 10000 sq um
  • Die Width: 100 microns
  • Top Ports: 21
  • DIE HEIGHT: 100 microns
  • FP Rows: 29
  • Starting Density: 15.6%

Routing
  • # diodes: 0
  • Final wirelength: 1330 microns
  • First-pass detailed-route iteration total: 2
  • DR WL/cell: 7.98 microns
  • Via density: 3.05
  • First DRT Iteration DRCs: 10
  • DRC Markers: 0
  • Via count: 509
  • Post-route ant nets: 0

Min path
  • Worst hold stages: 0
  • Worst min-delay path category: flip-flop to flip-flop

Global routing
  • Antenna violations before repair: 0
  • Largest net degree at the start of global routing: 17
  • Global-route wire length before repair: 2250 microns
  • Tot GR Track Use: 2.66%
  • GR Overflow Total: 0
  • Number of global-route vias before repair: 483

Pwr
  • Cell area power density: 1480 nW/um^2
  • Comb power frac: 21.4%
  • Maximum VDD drop: 0.537 mV
  • Leak: 0.474 nW
  • P_int: 1.42 mW
  • Net Switching: 384 uW
  • Sw Share: 21.3%
  • Sequential power share: 52.3%
  • Clk pwr share: 26.3%

Job
  • OpenROAD warnings: 30
  • Max Cap Viol: 0

Final layout
  • Layout cells sized above 1: 8.89%
  • Fin util: 19.4%
  • Synth-to-Final Area Change: 24.3%

Clock tree
  • # resized after CTS: 0
  • CTS H-tree depth: 1
  • Clk ins delay skew pair: 270 ps
  • Clock transition at path regs: 90 ps
  • TritonCTS buffer count: 3
  • Hold-fix buffers, CTS: 0
  • Clock buffer depth: 2
  • TritonCTS clock tree: yes
  • Postcts setup bufs: 0
  • CTS sink cnt: 28
  • Root buffer cell: clkbuf_8

Final timing
  • FMAX: 0.691 GHz
  • RSZ-0062 raised after global routing: false
  • Tmin final: 1450 ps
  • Worst clock skew: 7.39 ps
  • Final max-slew violation count: 0
  • Setup violations, final: 0
  • Setup TNS: 0 ps
  • Final period util: 90.5%
  • Hold violation count in the final report: 0

Place
  • Post-DP HPWL: 1010 microns
  • RD Place Congestion: 0.677
  • PortBufs: 12

Run status
  • Outcome: complete, no violations
[cells in the mapped netlist]
master,number,area share (%)
ha_1,6,7.7
clkbuf_1,1,0.38
a211o_1,4,3.6
mux2i_1,4,4.1
nor2_1,5,1.9
dfxtp_1,25,51
inv_1,3,1.2
nor2b_2,2,1.8
edfxtp_1,3,9.2
conb_1,1,0.38
and3b_1,1,0.90
nor2b_1,4,2.6
nor3b_2,2,2.6
nor3b_1,1,0.77
nand2_1,1,0.38
buf_4,5,3.8
and2b_1,1,0.77
xnor2_1,3,2.7
buf_6,1,1.2
nor3_1,6,3.1
[flip-flops by register name (all words and copies together), names as in the netlist]
name / flops
ic0.conditioned: 1
ic0.counter: 3
ic0.negativeedge: 1
ic0.synchronizer0: 1
ic0.synchronizer1: 1
ic1.conditioned: 1
ic1.counter: 3
ic1.synchronizer0: 1
ic1.synchronizer1: 1
ic2.conditioned: 1
ic2.counter: 3
ic2.positiveedge: 1
ic2.synchronizer0: 1
ic2.synchronizer1: 1
sr.shiftregistermem: 8
[routing by layer]
layer / track usage (%) / vias up / wire length, microns
met5: 0 / - / 0
met4: 0.435 / 0 / 16
met3: 1.87 / 2 / 150
met2: 3.73 / 12 / 506
met1: 3.32 / 220 / 658
li1: - / 275 / -
[through the flow]
stage | area (sq um) | total power, mW | setup slack (ps) | hold slack, ps | cells
2_1_floorplan | 986 | 1.14 | 496 | 310 | 81
3_3_place_gp | 1150 | 1.35 | 412 | 313 | 163
3_5_place_dp | 1150 | 1.36 | 411 | 312 | 163
4_1_cts | 1220 | 1.85 | 113 | 323 | 167
5_1_grt | 1220 | 1.93 | 77.1 | 339 | 167
6_report | 1220 | 1.80 | 152 | 324 | 167
[cell families (layout without fill, tap and decap cells)]
| group | Yosys count | count (layout) |
|---|---|---|
| AOI/OAI and AO/OA | 4 | 4 |
| xor gates and xnor gates | 3 | 3 |
| adders and majority gates | 6 | 6 |
| buffers and inverters | 10 | 19 |
| DFF | 28 | 28 |
| muxes | 4 | 4 |
| other | 1 | 3 |
| and+or+nand+nor | 23 | 23 |
[cells in the final DEF, fill, tap and decap left out, types with 3 or more instances in the layout]
master            n
nor2_1            5
clkdlybuf4s50_1  12
xnor2_1           3
edfxtp_1          3
conb_1            3
inv_1             3
mux2i_1           4
dfxtp_1          25
a211o_1           4
ha_1              6
nor2b_1           4
clkbuf_8          3
nor3_1            6
[path summary, 6_finish.rpt]
path	endpoint	slack, ps	from
setup / recovery	je[4]	150	sr.shiftregistermem[4]
hold / removal	ic0.synchronizer1	320	ic0.synchronizer0
setup reg to reg	ic0.conditioned	390	ic0.counter[0]
hold reg to reg	ic0.synchronizer1	320	ic0.synchronizer0
[power by group through the flow]
stage	clock network (mW)	logic [mW]	registers [mW]
4_1_cts	0.500	0.401	0.949
6_report	0.475	0.386	0.942
5_1_grt	0.527	0.439	0.968
[layout make-up]
| class | count | area [sq um] |
|---|---|---|
| fill | 675 | 5060 |
| sequential | 28 | 591 |
| multi-input combinational | 43 | 332 |
| timing repair buffer | 12 | 120 |
| tap | 77 | 96.3 |
| clock buffer | 4 | 66.3 |
| inverter | 3 | 11.3 |
Power and IR drop assume default switching activity.
